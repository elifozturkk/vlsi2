## flow/design.v

```verilog
`timescale 1ns / 1ps
module Mux16x1(
    input [1:0] in1,
    input [1:0] in2,
    input [1:0] in3,
    input [1:0] in4,
    input [1:0] in5,
    input [1:0] in6,
    input [1:0] in7,
    input [1:0] in8,
    input [1:0] in9,
    input [1:0] in10,
    input [1:0] in11,
    input [1:0] in12,
    input [1:0] in13,
    input [1:0] in14,
    input [1:0] in15,
    input [1:0] in16,
    input [3:0] select,
    output reg [1:0] out);
    always @(*) begin
        case(select)
            4'd0: out <= in1;
            4'd1: out <= in2;
            4'd2: out <= in3;
            4'd3: out <= in4;
            4'd4: out <= in5;
            4'd5: out <= in6;
            4'd6: out <= in7;
            4'd7: out <= in8;    
            4'd8: out <= in9;
            4'd9: out <= in10;
            4'd10: out <= in11;
            4'd11: out <= in12;
            4'd12: out <= in13;
            4'd13: out <= in14;
            4'd14: out <= in15;
            4'd15: out <= in16;       
        endcase
end
endmodule
```

## flow/run.sh

```bash
#!/bin/bash
# OpenROAD 26Q1-2900-gdf79404cd8, Yosys 0.63+post, stock flow scripts
make -C /OpenROAD-flow-scripts/flow DESIGN_CONFIG=/design/flow/config.mk WORK_HOME=/design/flow/orfs finish
```

## flow/config.mk

```make
export PLATFORM = sky130hd
export DESIGN_NAME = Mux16x1
export DESIGN_NICKNAME = Mux16x1
export VERILOG_FILES = /design/flow/design.v
export SDC_FILE = /design/flow/constraint.sdc
export NUM_CORES = 4
export LEC_CHECK = 1
export CORE_AREA = 10 10 70 70
export DIE_AREA = 0 0 80 80
```

## flow/constraint.sdc

```tcl
current_design Mux16x1

set clk_period 1.7
set clk_io_pct 0.2

create_clock -name clk0 -period $clk_period

set non_clock_inputs [all_inputs -no_clocks]
set_input_delay [expr $clk_period * $clk_io_pct] -clock clk0 $non_clock_inputs
set_output_delay [expr $clk_period * $clk_io_pct] -clock clk0 [all_outputs]
```

==> notes.md <==
Reports from this run.

- The flow ran to the end, but the final reports show violations.
- The final reports fail on negative setup slack.
- Total power normalized to cell area comes to ~210 nW/um^2.
- The number of antenna-violating nets in the routed design reads 0.
- The die area is between 6000 and 7000 sq um.
- Overall routing resource usage recorded by global route was 0.0503.
- The via density per instance reads between 4 and 5.
- The fill cell instance count of the final layout is 390.
- The post-route minimum period is between 1500 and 2000 ps.
- The post-synthesis area per instance is 7.42 sq um.
- The post-synthesis instance total reads roughly 56.
- The mapped netlist covers 415 sq um.
- The detailed router placed 607 vias in this run.
- The total area of sequential cells reads 0 sq um.
- The yosys-reported design area after synthesis reads just over 400 sq um.
- The remaining max-slew budget at the tightest pin reads 0.832.
- The net load switching power is 0.0710 mW.
- In this run the number of cells on the critical path is 6.
- The max-capacitance violation count is 0.
- The max-slew violation total from the final report is 0.
- The portion of total power attributed to sequential cells reads 0.
- According to the hold report, the worst path is of the in -> out type.
- The finished layout holds 149 standard cells, fillers aside.
- Global routing finished with a remaining overflow of 0.
- The area added between synthesis and finish is 126%.
- The number of remaining DRC errors reads 0.
- The final antenna diode count reads 0.
- The core footprint is approximately 3400 sq um.
- The post-layout worst setup margin is -14.2 ps.
- The startpoint of the worst hold path reads select[3].
- The multi-input combinational cell area is between 300 and 400 sq um.
- The fraction of the cycle the final worst path needs is 1.01.
- The maximum resistive drop on vdd is between 0.08 and 0.09 mV.
- The number of cells after detailed placement is ~150.
- Sequential cells placed in the final layout were counted as 0.
- The post-route setup TNS reads -14.2 ps.
- The count of synthesis-stage warnings from yosys reads 1.
- STA classifies the critical path startpoint as an input pin.
- The number of failing hold endpoints at the final stage reads 0.
- The required time of the critical path reads 1360 ps.
- The critical path endpoint category reads an output pin.
- The power share of the combinational group reads 1.000.
- The wire length after detailed routing reads between 1500 and 2000 um.
- The switching share of total power is 0.360.
- The largest fanout on the critical path is 6.
- In the layout the commonest cells are 18 x sky130_fd_sc_hd__dlygate4sd2_1, 8 x sky130_fd_sc_hd__buf_4, 6 x sky130_fd_sc_hd__buf_6.
- The post-route total power is ~0.2 mW.
- The final weighted congestion of routability-driven global placement is between 0.8 and 0.9.
- Setup repair after global routing could not meet its margin everywhere.
- The kind of cell with the highest combined delay along the critical path is AND-OR/OR-AND gates.
- The peak per-stage delay on the critical path is about 340 ps.
- By instance count after routing, the leading logic cell type is sky130_fd_sc_hd__dlygate4sd2_1.
- Static timing analysis puts the maximum clock frequency at about 580 MHz.
- In the Yosys report the total cell count is approximately 56.
- The initial antenna violation count is 0.
- The tally of OpenROAD warnings reads 34.
- The number of global-route vias before repair reads between 500 and 600.
- The share of the Yosys chip area taken by registers is 0.
- For this design the static power due to leakage is roughly 0.43 nW.
- The worst setup path endpoint is out[0].
- In the log, the iteration count for the first detailed-route pass is 4.
- After synthesis, the netlist uses 33 different library cells.
- The clock buffer count reads 0.
- The port buffer count reads 38.
- The type of the worst setup path is in -> out.
- The first global-routing pass estimated roughly 2700 um of wire.
- The final count of negative-setup-slack endpoints reads 1.
- Entering global routing, the biggest net connects 10 pins.
- Per the OpenROAD floorplan log, the width of the die is ~80 um.
- The first element of the critical path reads select[3].
- The slowest cell on the critical path reads sky130_fd_sc_hd__o32a_1.
- The core utilization at floorplan is 0.122.
- The routed length per instance is approximately 13 um.
- The cell row count is 21.
- The worst endpoint data arrival time is 1370 ps.
- For reference, the critical path cell chain is buf_12, mux2i_1, o2111a_1, a41oi_2, o32a_1, buf_2.
- The count of routing violations after the opening detailed-route iteration is 33.
- The actual transition at the worst max-transition pin reads around 250 ps.
- In the placement report, post-DP HPWL is listed as ~1600 um.
- The internal portion of the total power is between 0.1 and 0.15 mW.
- The power report attributes to the clock group a share of 0.
- The critical path buffer and inverter count is 2.
- The vertical extent of the die is about 80 um.
- The number of top-level pins is 38.
- The layout cell share with drive strength beyond 1 is 0.417.
- Prior to clock tree synthesis, the placed netlist has a worst setup slack of -926 ps.
==> cell families (layout without fill, tap and decap cells) <==
group	Yosys count	after routing	synth area share
simple gates	24	24	0.349
compound gates	15	15	0.259
buf+inv	9	56	0.172
mux	8	8	0.220
==> through the flow <==
stage                     cell area, sq um  hold slack (ps)   util
after CTS                              885             1250  0.259
after detailed placement               891             1650  0.261
after global routing                   938             1240  0.275
final                                  938             1200  0.275
after global placement                 891             1650  0.261
after floorplan                        415              758      -
==> cell usage after synthesis (2+ instances only) <==
| master | number | share of area |
|---|---|---|
| sky130_fd_sc_hd__nor2_1 | 5 | 0.045 |
| sky130_fd_sc_hd__inv_1 | 3 | 0.027 |
| sky130_fd_sc_hd__buf_6 | 4 | 0.11 |
| sky130_fd_sc_hd__o21ai_0 | 3 | 0.036 |
| sky130_fd_sc_hd__nand2_1 | 5 | 0.045 |
| sky130_fd_sc_hd__nand4b_1 | 4 | 0.084 |
| sky130_fd_sc_hd__mux2_4 | 2 | 0.072 |
| sky130_fd_sc_hd__mux2i_1 | 5 | 0.12 |
==> repair_timing <==
item	in CTS	in global routing
pin swaps	25	14
hold buffers	0	0
endpoints found under the setup margin	2	2
gates resized	79	22
buffers inserted	0	2
==> metal layers <==
metal | GRT usage | routed length, um | vias up
met5 | 0 | 0 | -
met4 | 0 | 0 | 0
met3 | 0.0250 | 248 | 0
met2 | 0.0690 | 726 | 26
met1 | 0.0725 | 895 | 268
li1 | - | - | 313
==> area by class of cell <==
type                       count  share of cell area
tap                           46              0.0613
timing repair buffer          53               0.509
multi-input combinational     47               0.417
inverter                       3              0.0120
==> power groups by stage <==
stage         clock [mW]  sequential (mW)  combinational [mW]
CTS                    0                0               0.182
global route           0                0               0.213
finish                 0                0               0.197
==> how the worst min path moves through the flow <==
stage | endpoint | slack, ps | cells after the start
after CTS | out[0] | 1250 | 5
after global routing | out[1] | 1240 | 5
final | out[1] | 1200 | 5
No activity file was given, so power comes from the tool's default toggle rates.
